==> design.v <==
`timescale 1ns/10ps
module avg(clk, reset, din, ready, dout);
	input clk, reset;
	input [15:0] din;
	output reg ready;
	output reg [15:0] dout;
	reg [15:0] queue [11:0];
	reg [3:0] idx;
	reg [19:0] sum;
	reg [15:0] average;
	reg [15:0] min;
	reg [15:0] ans;
	integer i;
	always @(posedge clk or posedge reset) begin
		if (reset == 1'b1) begin
			ready = 1'b0;
			dout = 16'd0;
			idx = 4'd0;
			sum = 20'd0;
		end
		else begin
			if (idx <= 4'd11) begin
				queue[idx] = din;
				sum = sum + queue[idx];
				idx = idx + 4'd1;
			end
			else begin
				sum = sum - queue[0];
				for (i = 0; i < 11; i = i + 1) begin
					queue[i] = queue[i + 1];
				end
				queue[11] = din;
				sum = sum + queue[11];
			end
			if (idx == 4'd12) begin
				#5 ready = 1'b1;
				average = sum / 12;
				min = 16'hffff;
				for (i = 0; i < 12; i = i + 1) begin
					if (average >= queue[i]) begin
						if (average - queue[i] <= min) begin
							min = average - queue[i];
							ans = queue[i];
						end
					end
					else begin
						if (queue[i] - average < min) begin
							min = queue[i] - average;
							ans = queue[i];
						end
					end
				end
				#5 dout = ans;
			end
		end
	end
endmodule
==> run.sh <==
#!/bin/bash
# OpenROAD 26Q1-2900-gdf79404cd8, Yosys 0.63+post, stock flow scripts
make -C /OpenROAD-flow-scripts/flow DESIGN_CONFIG=/design/flow/config.mk WORK_HOME=/design/flow/orfs finish
==> config.mk <==
export PLATFORM = sky130hd
export DESIGN_NAME = avg
export DESIGN_NICKNAME = avg
export VERILOG_FILES = /design/flow/design.v
export SDC_FILE = /design/flow/constraint.sdc
export NUM_CORES = 4
export LEC_CHECK = 1
export CORE_UTILIZATION = 30
==> constraint.sdc <==
current_design avg

set clk_period 110.5
set clk_io_pct 0.2

create_clock -name clk0 -period $clk_period [get_ports {clk}]

set non_clock_inputs [all_inputs -no_clocks]
set_input_delay [expr $clk_period * $clk_io_pct] -clock clk0 $non_clock_inputs
set_output_delay [expr $clk_period * $clk_io_pct] -clock clk0 [all_outputs]
==> run summary <==
impl run done, here's what came out: crit path DRT 110.98 ns, Area leader share 20.3%, drc violations 0, HP Class reg2reg, starting density of the core 30.4%, post-route ant nets 0, YS warnings 2, Detailed Routing Iterations Pass 1 9, dpl hpwl 159000 um, Vias/cell 5.71, Post-Layout Cell Count 7966, CP max FO 44, syn avg cell area 7.72 um^2, Rel. slew slack 27.0%, routability cong. 1.04, CORE AREA 0.153 mm^2, fmax 0.0135 GHz, OpenROAD warnings 217, Setup Viol. Count Final 0, Netlist cell types 99, Async SR Flop Fraction 16.5%, Most common cell on crit path o21a_1, die area 0.156 mm^2, WP data arrival 74.42 ns, # Post-CTS Setup Buffers 0, Endpoint, Worst Hold ready, hold depth 1, Final Slew Violations 0, Least-Margin Pin Slew 1.09 ns, post_cts resized 0, FF-to-FF path depth 229, drt wl/cell 25.1 um, aggregate global-route resource usage 25.6%, RSZ-0062 raised after global routing no, register clock-pin slew on the reported worst setup and hold paths 0.06 ns, hold buffers post-CTS 0, Die Y 395 um, First DRT Iteration DRCs 4386, CTS Sinks 249, Row Count 143, Max-cap violations 0, CTS root buffer clkbuf_16, first-pass GRT wire length 291000 um, design area 0.0504 mm^2, status completed, GRT overflow 0, initial antenna violation count 8, Yosys chip area 0.0464 mm^2, FF-to-FF Start idx[2], r2r endpoint dout[13], clk latency late pin 0.61 ns, share of cells above drive strength 1 5.70%, CP endpoint kind flip-flop, worst hold start ready, Post-Place Cells 7902, clk buf depth 3, I/O pin count 35, Max stage delay cell, worst path clkdlybuf4s50_1, CP startpoint kind input port, CTS Buf Count 31, r2r setup slk 58.27 ns, kind of critical path in2reg, Die W 395 um, PortBufs 34, H-Tree Depth 1, Seq/Total Area, Yosys 15.7%, FF+latch count, synth 249, Hold WS 0.478 ns, Largest cells by area ha_1 20%, edfxtp_1 13%, a21oi_1 6.2%, a21o_1 4.5%, o21ai_0 4.3%, via count 45500, Post-synth EDFFs 208, WL final 200000 um, area of the mapped netlist 0.0464 mm^2, number of global-route vias before repair 43000, Finished Core Util 33.0%, Syn Inst Count 6008, Final TNS setup 0 ns, clk_skew 0.0169 ns, TritonCTS clock tree yes, ys flop type edfxtp_1, dpl cell area 0.0494 mm^2, pin count of the biggest net entering global routing 175, Period minus WS final 73.94 ns, Synth area leader ha_1, Final Hold Viols 0, # Cells Yosys 6008, Layout area overhead 8.64%, fin crit share 66.9%, slowest stage delay, CP 0.97 ns
## final cells by class
cell class,instances,area (um^2)
Tap cell,2030,2540
Fill cell,15900,102000
Timing Repair Buffer,191,1540
Sequential cell,249,7270
Clock inverter,11,104
Antenna cell,6,15.0
Inverter,518,1950
Multi-Input combinational cell,4914,36100
Clock buffer,47,896
## how the worst max path moves through the flow
stage / startpoint / slack (ns) / to
after CTS: din[8] / 37.41 / dout[13]
after global routing: din[8] / 33.06 / dout[10]
final: din[8] / 36.56 / dout[13]
## worst max-delay path, delay by kind of cell
family,cells,cell delay [ns]
buf+inv,12,4.33
mux,6,2.23
compound gates,156,32.44
fa+ha+maj,14,4.68
xor+xnor,1,0.14
simple gates,40,8.36
## cells in the mapped netlist, drive strengths merged, types with 96 or more instances
cell	number
nor2	427
xor2	117
nand2b	96
inv	515
a21o	280
nand2	471
a21oi	576
o21ai	412
clkbuf	293
o21a	211
nor2b	96
ha	752
nand3	125
xnor2	192
mux2i	174
edfxtp	208
## registers in the layout, indices dropped and copies added (netlist names)
name	cells
queue	192
sum	20
ans	16
dout	16
idx	4
ready	1
## per-layer routing
metal,GRT usage (%),up-vias,part of all wire [%]
li1,-,21500,-
met1,35.4,21700,43
met2,37.8,2054,43
met3,8.41,320,11
met4,7.98,6,3.7
met5,0.585,-,0.042
## per-stage QoR
step | setup WS (ns)
2_1_floorplan | 43.65
3_5_place_dp | 37.00
4_1_cts | 37.41
6_report | 36.56
5_1_grt | 33.06
3_3_place_gp | 37.73
## cell usage in the layout (no fill, tap or decap), types with 117 or more instances in the layout
master	instances
nand2_1	471
o21a_1	211
xnor2_1	192
inv_1	512
buf_4	155
a21oi_1	573
mux2i_1	170
nand3_1	125
edfxtp_1	208
ha_1	752
o21ai_0	392
nor2_1	425
xor2_1	117
a21o_1	279
## logic make-up (layout without fill, tap and decap cells)
kind of cell,count (synthesis),count (layout),synth area share [%]
adders and majority gates,793,793,22.1
and+or+nand+nor,1522,1522,15.4
buffers and inverters,845,767,6.93
other,0,6,0
DFF,249,249,15.7
AOI/OAI and AO/OA,2069,2069,29.2
xor gates and xnor gates,310,310,5.88
muxes,220,220,4.87
