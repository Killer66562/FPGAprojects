[/design/flow/run.sh]
#!/bin/bash
# OpenROAD 26Q1-2900-gdf79404cd8, Yosys 0.63+post, stock flow scripts
make -C /OpenROAD-flow-scripts/flow DESIGN_CONFIG=/design/flow/config.mk WORK_HOME=/design/flow/orfs finish
[/design/flow/design.v]
module adder(clk, a, b, s);
	input clk;
	input [3:0] a, b;
	output reg [4:0] s;
	wire [3:0] g, p;
	wire [4:0] cin;
	assign g[0] = a[0] & b[0];
	assign g[1] = a[1] & b[1];
	assign g[2] = a[2] & b[2];
	assign g[3] = a[3] & b[3];
	assign p[0] = a[0] ^ b[0];
	assign p[1] = a[1] ^ b[1];
	assign p[2] = a[2] ^ b[2];
	assign p[3] = a[3] ^ b[3];
	assign cin[0] = 1'b0;
	assign cin[1] = g[0] | (p[0] & cin[0]);
	assign cin[2] = g[1] | (p[1] & g[0]) | (p[1] & p[0] & cin[0]);
	assign cin[3] = g[2] | (p[2] & g[1]) | (p[2] & p[1] & g[0]) | (p[2] & p[1] & p[0] & cin[0]);
	assign cin[4] = g[3] | (p[3] & g[2]) | (p[3] & p[2] & g[1]) | (p[3] & p[2] & p[1] & g[0]) | (p[3] & p[2] & p[1] & p[0] & cin[0]);
	always @(posedge clk) begin
		s[0] <= a[0] + b[0] + cin[0];
		s[1] <= a[1] + b[1] + cin[1];
		s[2] <= a[2] + b[2] + cin[2];
		s[3] <= a[3] + b[3] + cin[3];
		s[4] <= cin[4];
	end
endmodule
[/design/flow/config.mk]
export PLATFORM = sky130hd
export DESIGN_NAME = adder
export DESIGN_NICKNAME = adder
export VERILOG_FILES = /design/flow/design.v
export SDC_FILE = /design/flow/constraint.sdc
export NUM_CORES = 4
export LEC_CHECK = 1
export CORE_AREA = 10 10 70 70
export DIE_AREA = 0 0 80 80
[/design/flow/constraint.sdc]
current_design adder

set clk_period 2.8
set clk_io_pct 0.2

create_clock -name clk0 -period $clk_period [get_ports {clk}]

set non_clock_inputs [all_inputs -no_clocks]
set_input_delay [expr $clk_period * $clk_io_pct] -clock clk0 $non_clock_inputs
set_output_delay [expr $clk_period * $clk_io_pct] -clock clk0 [all_outputs]
==> impl_metrics.json <==
{
  "warning_count": 25,
  "switching_share_pct": 20.4,
  "synth_chip_area_um2": 248,
  "holdWs_ns": 0.920,
  "antennaDiodeCount": 0,
  "ctsResizeCount": 0,
  "first_pass_iters": 2,
  "dp_hpwl_um": 531,
  "vias": 196,
  "tns_ns": 0,
  "status": "completed",
  "synth_cells": 22,
  "grt_pass1_vias": 213,
  "worstPathRequired_ns": 2.92,
  "ys_seq_share_pct": 40.4,
  "synthSimpleGateAreaFrac_pct": 0,
  "cts_setup_buffers": 0,
  "die_w_um": 80,
  "ys_sh_aoi_pct": 9.60,
  "largest_register_ffs": 5,
  "hold_viol_final": 0,
  "ys_types": 9,
  "final_max_slew_viol_count": 0,
  "worst_slack_ns": 1.18,
  "cts_tree": "done",
  "area_leaders": "dfxtp_1, ha_1, fa_1",
  "antenna_found_initial": 0,
  "intPower_w": 0.000175,
  "via_per_inst": 2.31,
  "power.density_nw_per_um2": 475,
  "stdcell_area_um2": 462,
  "period_used_pct": 57.9,
  "cts_buffer_depth": 2,
  "io_buffers": 13,
  "ys_sh_adder_pct": 28.3,
  "die_y_um": 80,
  "comb_power_share_pct": 24.2,
  "drc_errors": 0,
  "synth_area_um2": 248,
  "max-slew-margin-rel_pct": 89.1,
  "top_register": "s",
  "grt_overflow": 0,
  "io_pins": 14,
  "reg.largest.list": "s x5",
  "ys_warn_count": 1,
  "final_layout_size_suffix_gt1_share_pct": 10.3,
  "yosysTopAreaCell": "dfxtp_1",
  "critPathCaptureType": "flip-flop",
  "cp_max_fo": 2,
  "utilization_pct": 13.5,
  "gr-usage-all-layers_pct": 1.76,
  "holdPathStages": 2,
  "cts_buffers": 3,
  "grt_pass1_wl_um": 890,
  "avgSynthCellArea_um2": 11.3,
  "clkTransAtPathRegs_ns": 0.04,
  "arrival_ns": 1.75,
  "synthXorXnorAreaFrac_pct": 14.1,
  "floorplan.core_util_pct": 7.25,
  "worst_pin_slew_ns": 0.163,
  "rsz0062_at_grt": "no",
  "chipArea_um2": 6400,
  "htree_num_levels": 1,
  "hp-class": "input port to flip-flop",
  "final_cell_mix": "clkdlybuf4s50_1, inv_1, dfxtp_1, ha_1, clkbuf_4",
  "netlist_logic_family_top": "adder cells",
  "gp_congestion": 0.741,
  "crit_start": "a[0]",
  "critPathLaunchType": "input port",
  "synthToLayoutAreaGrowth_pct": 86.4,
  "placedInstanceArea_um2": 435,
  "p_leak_nw": 0.195,
  "net-switching-power_w": 0.0000446,
  "crit_end": "s[2]$_DFF_P_",
  "rows": 21,
  "min_period_ns": 1.62,
  "max_freq_mhz": 616,
  "ir_drop_v": 0.0000703,
  "setup_viol": 0,
  "postCtsHoldBufs": 0,
  "clockRootBuffer": "clkbuf_4",
  "drt_iter0_drc": 4,
  "pwr-share-clk_pct": 36.9,
  "top_cell_area_share_pct": 40.4,
  "lay_top_count": "clkdlybuf4s50_1",
  "wirelength_um": 596,
  "post-place-ws_ns": 0.929,
  "path_class": "input port to flip-flop",
  "mux_share_pct": 0,
  "seqPwrFrac_pct": 38.9,
  "ys.flops": 5,
  "antenna_left": 0,
  "ys_cells": 22,
  "cap_violations": 0,
  "cts.sinks": 5,
  "core_area_um2": 3420,
  "wire_per_inst_um": 7.01,
  "grt_max_degree": 4
}
power by group through the flow:
stage / combinational (W) / sequential, W / clock, W
after global routing: 0.0000603 / 0.0000860 / 0.0000884
final: 0.0000530 / 0.0000853 / 0.0000808
after CTS: 0.0000547 / 0.0000855 / 0.0000871
worst max-delay path, stage by stage:
cell and delay (ns):
clkdlybuf4s50_1 0.46, ha_1 0.16, inv_1 0.05, fa_1 0.37
xnor2_1 0.14
cells in the mapped netlist, drive strengths merged:
master / number
ha: 4
fa: 1
a21oi: 1
xnor2: 2
o21bai: 1
a21o: 1
inv: 5
xor2: 2
dfxtp: 5
final cells by class:
type,count,area [µm²]
Clock buffer,4,26.3
Inverter,5,18.8
Multi-Input combinational cell,12,129
Timing Repair Buffer,13,130
Fill cell,394,2950
Tap cell,46,57.6
Sequential cell,5,100
layer usage:
layer | track usage, % | part of all wire [%]
met5 | 0 | 0
met4 | 0.704 | 1.0
met3 | 2.05 | 23
met2 | 2.17 | 34
met1 | 1.81 | 41
stage by stage:
step | cells | power (W)
finish | 85 | 0.000219
detailed placement | 81 | 0.000141
CTS | 85 | 0.000227
global placement | 81 | 0.000140
floorplan | 22 | 0.000102
global route | 85 | 0.000235
worst min path at each step:
stage,start,end,slack [ns]
after global routing,b[0],s[0]$_DFF_P_,0.94
final,b[0],s[0]$_DFF_P_,0.92
after CTS,b[0],s[0]$_DFF_P_,0.91
logic make-up after synthesis:
kind of cell | after synthesis
XOR/XNOR | 4
flip-flops | 5
AND-OR/OR-AND | 3
adder cells (fa/ha/maj) | 5
buffers and inverters | 5
No activity file was given, so power comes from the tool's default toggle rates.
