==> design/flow/design.v <==
module parser(clk, cmd_in, num_out, err_out);
	input clk;
	input [7:0] cmd_in;
	output reg err_out;
	output [1:0] num_out;
	reg [1:0] reg0, reg1, reg2, reg3, reg_tmp;
	wire [2:0] opcode, num1, num2, reg_id;
	assign opcode = cmd_in[7:6];
	assign num1 = cmd_in[5:4];
	assign num2 = cmd_in[3:2];
	assign reg_id = cmd_in[1:0];
	assign num_out = 
	(reg_id == 2'b00) ? reg0 :
	(reg_id == 2'b01) ? reg0 :
	(reg_id == 2'b10) ? reg0 :
	(reg_id == 2'b11) ? reg0 :
	reg_tmp;
	always @(posedge clk) begin
		case (opcode)
			2'b00: reg_tmp = num1 + num2;
			2'b01: reg_tmp = num1 - num2;
			2'b10: reg_tmp = num1 * num2;
			2'b11: begin
				if (num2 == 2'b00) err_out = 1'b1;
				else reg_tmp = num1 / num2;
			end
			default: err_out = 1'b1;
		endcase
		case (reg_id)
			2'b00: reg0 = reg_tmp;
			2'b01: reg1 = reg_tmp;
			2'b10: reg2 = reg_tmp;
			2'b11: reg3 = reg_tmp;
		endcase
	end
endmodule
==> design/flow/run.sh <==
#!/bin/bash
# OpenROAD 26Q1-2900-gdf79404cd8, Yosys 0.63+post, stock flow scripts
make -C /OpenROAD-flow-scripts/flow DESIGN_CONFIG=/design/flow/config.mk WORK_HOME=/design/flow/orfs finish
==> design/flow/config.mk <==
export PLATFORM = sky130hd
export DESIGN_NAME = parser
export DESIGN_NICKNAME = parser
export VERILOG_FILES = /design/flow/design.v
export SDC_FILE = /design/flow/constraint.sdc
export NUM_CORES = 4
export LEC_CHECK = 1
export CORE_AREA = 10 10 70 70
export DIE_AREA = 0 0 80 80
==> design/flow/constraint.sdc <==
current_design parser

set clk_period 1.6
set clk_io_pct 0.2

create_clock -name clk0 -period $clk_period [get_ports {clk}]

set non_clock_inputs [all_inputs -no_clocks]
set_input_delay [expr $clk_period * $clk_io_pct] -clock clk0 $non_clock_inputs
set_output_delay [expr $clk_period * $clk_io_pct] -clock clk0 [all_outputs]
==> reports/qor.txt <==
Outcome: complete, but fails checks
# clock sinks: 4
Inserted Diodes: 0
Crit-path max FO: 4
Synthesis-to-layout area growth: 83.2%
Initial antenna violation count: 0
CTS Buf Count: 3
Worst hold-check path type: reg2reg
Crit share post-route: 150%
Total power draw: 0.000436 W
FP Util: 13.5%
Main flop type: edfxtp_1
Synth Register Bits: 4
Power per Cell Area: 516 nW/um^2
VDD IR max: 0.184 mV
Top Layout Cells: 12 x buf_4, 6 x ha_1, 6 x clkdlybuf4s50_1
Width of the die: 80 microns
Ports: 12
DRT Pass-1 Iters: 1
Clock root cell: clkbuf_4
Seq/Total Area, Yosys: 21.7%
WS Path Type: in2reg
Failing checks: negative setup slack
Count of tool warnings: 33
CTS max path bufs: 2
Leakage Power: 0.329 nW
Worst setup EP type: flip-flop
Setup-failing EPs final: 4
Critical path launch point type: input port
Final wirelength: 1010 microns
Core Region: 3420 sq um
Fin crit period: 2400 ps
Gpl congestion: 0.772
Die H: 80 microns
Max-slew violation count: 0
H-tree levels: 1
Yosys cell types: 27
Final HPWL DP: 864 microns
Via count: 405
Routed length per instance: 8.33 microns
Vias in the first global route: 405
Yosys synthesis chip area: 460 sq um
Synth Warn #: 1
Drt drc: 0
Antenna Nets Post-Route: 0
Unrepaired setup endpoints after global routing: yes
Commonest Layout Cell: buf_4
WP data arrival: 2370 ps
Mapped Cells: 50
Die Area: 6400 sq um
Vias/cell: 3.35
Layout cell share with drive strength beyond 1: 50.7%
Post-synth ARST share: 0%
Final WS setup: -799 ps
Synthesized area: 460 sq um
Clk latency late pin: 230 ps
CTS tree: yes
Critical Path RT: 1580 ps
Global-route wire length before repair: 1640 microns
Fin area: 843 sq um
Max-cap viol count: 0
# rows: 21
Total GRT Usage: 2.97%
# Cells Yosys: 50
DR iter-0 viols: 0
F_max: 417 MHz
I/O Buffers: 10
Remaining Overflow, GRT: 0
Syn_area_per_cell: 9.21 sq um
Clock Skews: 0.0445 ps
Pin count of the biggest net entering global routing: 7
Fin. Hold Viols: 0
Reg clk slew, reported paths: 40 ps
EDFF count, synth: 2
Placed cell areas: 769 sq um
-- state kept, by name (all words and copies together) (netlist names) --
register	count
reg_tmp	2
reg0	2
-- Yosys cell counts, drive strengths merged (2+ instances only) --
library cell | count | share of area, %
ha | 9 | 24
inv | 5 | 4.1
o21ai | 4 | 4.3
nand2 | 3 | 2.4
xnor2 | 3 | 5.7
a21oi | 2 | 2.2
clkbuf | 2 | 1.6
dfxtp | 2 | 8.7
edfxtp | 2 | 13
nor2 | 2 | 1.6
nor3b | 2 | 4.3
-- kinds of logic (layout without fill, tap and decap cells) --
logic type | after synthesis | in the layout | synth area share [%]
multiplexers | 1 | 1 | 2.17
other | 1 | 1 | 0.814
flip-flops | 4 | 4 | 21.7
adder cells (fa/ha/maj) | 10 | 10 | 28.8
AND-OR/OR-AND | 11 | 11 | 14.9
XOR/XNOR | 3 | 3 | 5.71
AND/OR/NAND/NOR | 12 | 12 | 18.5
buffers and inverters | 8 | 33 | 7.34
-- stage by stage --
step	setup TNS, ps	utilization (%)	hold WS [ps]	worst slack [ps]	std cells
2_1_floorplan	-2500	-	429	-990	50
3_3_place_gp	-5040	22.5	612	-1580	116
3_5_place_dp	-5070	22.5	599	-1570	116
4_1_cts	-2310	24.3	645	-953	121
5_1_grt	-2280	24.7	680	-888	121
6_report	-2000	24.7	636	-799	121
-- layer usage --
metal	vias to the layer above	part of all wire (%)	global-route usage (%)
met5	-	0	0
met4	0	1.9	1.06
met3	2	5.9	0.795
met2	12	40	4.09
met1	170	52	4.28
li1	221	-	-
-- final cells by class --
type | count | area (sq um)
Tap cell | 46 | 57.6
Sequential cell | 4 | 100
Clock buffer | 3 | 22.5
Multi-Input combinational cell | 38 | 413
Inverter | 5 | 26.3
Fill cell | 370 | 2570
Timing Repair Buffer | 25 | 224
-- report_power, final --
group	total (W)	switching, W	leakage (nW)	internal, W
clock	0.000124	0.0000405	0.0138	0.0000839
combinational	0.000187	0.0000783	0.279	0.000109
sequential	0.000124	0.00000305	0.0358	0.000121
-- worst paths after layout --
kind                    from    endpoint  slack (ps)  cells past startpoint
setup / recovery   cmd_in[2]     reg0[0]        -800                     12
hold / removal    reg_tmp[0]  reg_tmp[0]         640                      3
setup reg to reg  reg_tmp[0]     reg0[0]         610                      3
hold reg to reg   reg_tmp[0]  reg_tmp[0]         640                      3
-- worst max-delay path: stages --
cell	delay [ps]
buf_8	80
clkinvlp_4	150
ha_4	200
o21ai_4	150
a21oi_2	90
ha_1	270
nor3b_4	160
o31ai_2	210
ha_1	270
a21oi_2	110
o2111ai_1	100
o31a_1	270
-- repair_timing --
item                                    in CTS  in global routing
resized                                     21                  3
pin swaps                                   10                 10
hold buffers                                 0                  0
setup buffers                                2                  0
endpoints found under the setup margin       4                  4
No activity file was given, so power comes from the tool's default toggle rates.
